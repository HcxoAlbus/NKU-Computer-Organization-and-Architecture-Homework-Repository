`design/flow/config.mk`:
```
export PLATFORM = sky130hd
export DESIGN_NAME = pprrd_32x32
export DESIGN_NICKNAME = pprrd_32x32
export VERILOG_FILES = /design/flow/design.v
export SDC_FILE = /design/flow/constraint.sdc
export NUM_CORES = 4
export LEC_CHECK = 1
export CORE_UTILIZATION = 30
```
`design/flow/constraint.sdc`:
```
current_design pprrd_32x32

set clk_period 10.3
set clk_io_pct 0.2

create_clock -name clk0 -period $clk_period [get_ports {clk}]

set non_clock_inputs [all_inputs -no_clocks]
set_input_delay [expr $clk_period * $clk_io_pct] -clock clk0 $non_clock_inputs
set_output_delay [expr $clk_period * $clk_io_pct] -clock clk0 [all_outputs]
```
`design/flow/design.v`:
```
`timescale 1ns / 1ps
module csa_3_2 #(parameter WIDTH = 32) (
    input  wire [WIDTH-1:0] a,
    input  wire [WIDTH-1:0] b,
    input  wire [WIDTH-1:0] c,
    output wire [WIDTH-1:0] sum,
    output wire [WIDTH-1:0] carry
);
    assign sum = a ^ b ^ c;
    assign carry = ((a & b) | (a & c) | (b & c)) << 1;  
endmodule
module lzc32 (
    input wire signed [31:0] data_in,
    output reg [4:0] leading_bits  
);
    integer i;
    wire sign_bit = data_in[31];
    reg found_diff;  
    always @(*) begin
        leading_bits = 5'd31;  
        found_diff = 1'b0;     
        for (i = 30; i >= 0; i = i - 1) begin
            if (data_in[i] != sign_bit && !found_diff) begin
                leading_bits = 31 - (i + 1);  
                found_diff = 1'b1;           
            end
        end
    end
endmodule
`timescale 1ns / 1ps
module pprrd_32x32 (
    input clk,
    input rst_n,
    input start,                  
    input signed [31:0] dividend_in,
    input signed [31:0] divisor_in,
    output reg done,              
    output reg signed [31:0] quotient_out,    
    output reg signed [31:0] remainder_out,   
    output reg error_div_by_zero  
);
    localparam N = 32;
    localparam N_EXT = N + 2;  
    localparam RADIX_BITS = 2;  
    localparam ITERATIONS = N / RADIX_BITS;  
    localparam STATE_WIDTH = 3;  
    localparam IDLE         = 3'b000;
    localparam PREP         = 3'b001;
    localparam ITERATE      = 3'b010;
    localparam POST_PROCESS = 3'b011;
    localparam FINISH       = 3'b100;
    reg [STATE_WIDTH-1:0] current_state, next_state;  
    reg signed [N-1:0] dividend_mag;
    reg signed [N-1:0] divisor_mag;
    reg dividend_sign;
    reg divisor_sign;
    reg calc_sign_q;  
    reg calc_sign_r;  
    reg signed [N_EXT-1:0] pr_sum;
    reg signed [N_EXT-1:0] pr_carry;
    reg signed [N-1:0] quotient_wip;  
    reg [3:0] iteration_count;  
    reg signed [N_EXT-1:0] d_1x;
    reg signed [N_EXT-1:0] d_2x;
    reg signed [N_EXT-1:0] neg_d_1x;
    reg signed [N_EXT-1:0] neg_d_2x;
    reg signed [2:0] q_digit_sel;  
    wire signed [N_EXT-1:0] pr_shifted_sum;
    wire signed [N_EXT-1:0] pr_shifted_carry;
    wire signed [N_EXT+RADIX_BITS-1:0] pr_combined_shifted;  
    reg signed [N_EXT+RADIX_BITS-1:0] pr_approx;
    reg pr_is_positive;
    wire signed [N_EXT-1:0] subtrahend;
    wire signed [N_EXT-1:0] next_pr_s_w;
    wire signed [N_EXT-1:0] next_pr_c_w;
    csa_3_2 #(.WIDTH(N_EXT)) csa_iter (
        .a(pr_shifted_sum),
        .b(pr_shifted_carry),
        .c(subtrahend),  
        .sum(next_pr_s_w),
        .carry(next_pr_c_w)
    );
    assign pr_shifted_sum = pr_sum << RADIX_BITS;
    assign pr_shifted_carry = pr_carry << RADIX_BITS;
    assign pr_combined_shifted = pr_shifted_sum + pr_shifted_carry;
    assign subtrahend = (q_digit_sel == 3'b010) ? neg_d_2x :  
                        (q_digit_sel == 3'b001) ? neg_d_1x :  
                        (q_digit_sel == 3'b111) ? d_1x :      
                        (q_digit_sel == 3'b110) ? d_2x :      
                        {N_EXT{1'b0}};  
    always @(*) begin
        pr_approx = pr_combined_shifted;  
        pr_is_positive = !pr_approx[N_EXT+RADIX_BITS-1];  
        q_digit_sel = 3'b000;
        if (pr_is_positive) begin
             if (pr_approx >= {{RADIX_BITS{1'b0}}, d_1x}) begin
                   q_digit_sel = 3'b001;  
             end
        end else begin  
             if (pr_approx <= {{RADIX_BITS{1'b0}}, neg_d_1x}) begin
                  q_digit_sel = 3'b111;  
             end
        end
    end
    always @(posedge clk or negedge rst_n) begin
        if (!rst_n) begin
            current_state <= IDLE;
        end else begin
            current_state <= next_state;
        end
    end
    reg signed [N_EXT-1:0] final_pr_combined_reg;  
    reg signed [N-1:0] final_remainder_mag_reg;  
    reg signed [N-1:0] quotient_corrected_reg;  
    always @(posedge clk or negedge rst_n) begin
        if (!rst_n) begin
            dividend_mag <= {N{1'b0}};
            divisor_mag <= {N{1'b0}};
            dividend_sign <= 1'b0;
            divisor_sign <= 1'b0;
            calc_sign_q <= 1'b0;
            calc_sign_r <= 1'b0;
            pr_sum <= {N_EXT{1'b0}};
            pr_carry <= {N_EXT{1'b0}};
            quotient_wip <= {N{1'b0}};
            iteration_count <= 4'b0;
            d_1x <= {N_EXT{1'b0}};
            d_2x <= {N_EXT{1'b0}};
            neg_d_1x <= {N_EXT{1'b0}};
            neg_d_2x <= {N_EXT{1'b0}};
            done <= 1'b0;
            quotient_out <= {N{1'b0}};
            remainder_out <= {N{1'b0}};
            error_div_by_zero <= 1'b0;
            q_digit_sel <= 3'b000;  
            final_pr_combined_reg <= {N_EXT{1'b0}};
            final_remainder_mag_reg <= {N{1'b0}};
            quotient_corrected_reg <= {N{1'b0}};
            next_state <= IDLE;  
        end else begin
            done <= 1'b0;
            case (current_state)
                IDLE: begin
                    error_div_by_zero <= 1'b0;  
                    quotient_wip <= {N{1'b0}};  
                    iteration_count <= 4'b0;  
                    if (start) begin
                        if (divisor_in == 32'b0) begin
                            error_div_by_zero <= 1'b1;
                            done <= 1'b1;  
                            quotient_out <= {N{1'bX}};  
                            remainder_out <= {N{1'bX}};
                            next_state <= IDLE;  
                        end else begin
                            error_div_by_zero <= 1'b0;
                            next_state <= PREP;
                        end
                    end else begin
                        next_state <= IDLE;
                    end
                end
                PREP: begin
                    dividend_sign <= dividend_in[N-1];
                    divisor_sign <= divisor_in[N-1];
                    dividend_mag <= dividend_sign ? -dividend_in : dividend_in;
                    divisor_mag <= divisor_sign ? -divisor_in : divisor_in;
                    calc_sign_q <= dividend_sign ^ divisor_sign;
                    calc_sign_r <= dividend_sign;  
                    pr_sum <= {{(N_EXT-N){1'b0}}, (dividend_sign ? -dividend_in : dividend_in)};
                    pr_carry <= {N_EXT{1'b0}};  
                    d_1x <= {{(N_EXT-N){1'b0}}, (divisor_sign ? -divisor_in : divisor_in)};
                    d_2x <= {{(N_EXT-N){1'b0}}, (divisor_sign ? -divisor_in : divisor_in)} << 1;
                    neg_d_1x <= -({{(N_EXT-N){1'b0}}, (divisor_sign ? -divisor_in : divisor_in)});
                    neg_d_2x <= -({{(N_EXT-N){1'b0}}, (divisor_sign ? -divisor_in : divisor_in)} << 1);
                    quotient_wip <= {N{1'b0}};  
                    iteration_count <= 4'b0;  
                    q_digit_sel <= 3'b000;  
                    next_state <= ITERATE;
                end
                ITERATE: begin
                    if (iteration_count < ITERATIONS) begin
                        pr_sum <= next_pr_s_w;
                        pr_carry <= next_pr_c_w;
                        case (q_digit_sel)  
                            3'b010: quotient_wip <= (quotient_wip << RADIX_BITS) + 2'd2;  
                            3'b001: quotient_wip <= (quotient_wip << RADIX_BITS) + 2'd1;  
                            3'b000: quotient_wip <= (quotient_wip << RADIX_BITS) + 2'd0;  
                            3'b111: quotient_wip <= (quotient_wip << RADIX_BITS) - 2'd1;  
                            3'b110: quotient_wip <= (quotient_wip << RADIX_BITS) - 2'd2;  
                            default: quotient_wip <= (quotient_wip << RADIX_BITS);  
                        endcase
                        iteration_count <= iteration_count + 1;
                        next_state <= ITERATE;
                    end else begin
                         pr_sum <= next_pr_s_w;
                         pr_carry <= next_pr_c_w;
                         next_state <= POST_PROCESS;
                    end
                end
                POST_PROCESS: begin
                    final_pr_combined_reg = pr_sum + pr_carry;
                    if (final_pr_combined_reg[N_EXT-1]) begin  
                        final_remainder_mag_reg = (final_pr_combined_reg + d_1x) >>> RADIX_BITS;  
                        quotient_corrected_reg = quotient_wip - 1;
                    end else begin
                        final_remainder_mag_reg = final_pr_combined_reg >>> RADIX_BITS;  
                        quotient_corrected_reg = quotient_wip;
                    end
                    final_remainder_mag_reg = final_remainder_mag_reg[N-1:0];
                    next_state <= FINISH;
                end
                 FINISH: begin
                     quotient_out <= calc_sign_q ? -quotient_corrected_reg : quotient_corrected_reg;
                     remainder_out <= calc_sign_r ? -final_remainder_mag_reg : final_remainder_mag_reg;
                     done <= 1'b1;
                     next_state <= IDLE;  
                 end
                default: next_state <= IDLE;
            endcase
        end
    end
endmodule
```
`design/flow/run.sh`:
```
#!/bin/bash
# OpenROAD 26Q1-2900-gdf79404cd8, Yosys 0.63+post, stock flow scripts
make -C /OpenROAD-flow-scripts/flow DESIGN_CONFIG=/design/flow/config.mk WORK_HOME=/design/flow/orfs finish
```
==> changes_impl.md <==
### Metrics

- Status: complete, no violations
- Cell area after synthesis: between 9000 and 10000 um2
- Clock root cell: clkbuf_16
- Post-DP HPWL: approximately 18 mm
- Worst EP arrival: approximately 5.4 ns
- Top reg by flops: pr_sum
- DRT Pass-1 Iters: 5
- Power density cells: between 300 and 400 nW/um2
- Post-synth ARST share: 1.000
- Clock share of power: 0.174
- Power share of the sequential group: 0.304
- Met1 track demand over resource: 0.2838
- Crit path cell chain: clkdlybuf4s50_1 > nor4_2 > nand2b_1 > or3b_4 > or3_4 > or3_1 > o21ai_4 > buf_4 > mux2_1
- Die Y: around 180 um
- CP Class: primary input to flop
- Fin. Hold Viols: 0
- Drc violations: 0
- DP Area: 10800 um2
- Setup ws final: between 5 and 6 ns
- Slowest stage cell, crit path: buf_4
- GPL Wtd Cong: between 0.8 and 0.9
- Antenna diodes: 0
- Worst-margin pin slew: 0.7758 ns
- Htree depth: 4
- Drt total wl: around 24 mm
- Critical path peak fanout: about 67
- Setup crit end kind: flop
- Largest net degree at the start of global routing: just over 90
- Slew Limit Fails: 0
- CTS tree: done
- First-pass GRT wire length: between 30 and 40 mm
- Busiest layer in global routing: met1
- Routed WL per cell: around 16 um
- Tool Warnings: 25
- Hold path depth: 0
- Area share, top type: 0.3888
- Final Setup Violations: 0
- Mapped Cells: 1071
- Synthesized flop and latch total: 145
- Clk slew on worst S/H paths: 0.06 ns
- RSZ-0062 raised after global routing: no
- Sink Count: roughly 150
- Fill cells: ~3000
- Register area share after synthesis: 0.3888
- Post-CTS Repair Setup Buffers: 0
- Maximum VDD drop: between 0.0001 and 0.00015 V
- Area Growth Syn to Fin: 22.17%
- Max reg flops: 34
- Post-CTS Hold Fix Bufs: 0
- Fp util: 0.3051
- Sw Ratio: 0.4309
- YS chip area: 9333 um2
- GRT met3 Usage: 0.03585
- Vias in the first global route: 7112
- Fmax: roughly 200 MHz
- Post-layout period usage: 0.4977
- Core Region: 30590 um2
- Reg2reg path depth: 9
- Static leakage power: 4.669 nW
- Final period demand of the worst path: a little over 5 ns
- Design area: 11400 um2
- Grt total ovfl: 0
- Yosys Warn Count: 7
- 1st-iter DRT viols: 596
- Internal Pwr Total: 2.072 mW
- Pre-CTS setup slack: 4.748 ns
- Met2 usage: 0.2011
- Non-filler instance count after layout: between 1500 and 2000
- Fin Setup TNS: 0 ns
- Worst Skew: between 0.01 and 0.015 ns
- Die width: about 180 um
- Reg area: roughly 3600 um2
- Ys cells: ~1100
- Comb pwr share: 0.522
- Placed insts: 1522
- Die area: approximately 32000 um2
- Crit path DRT: 10.60 ns
- Late-Pin Clk Latency: 0.42 ns
- Distinct cells, synth: slightly below 60
- Core Rows: around 64
- Maximum clock path buffer count: 2
- Hold Path Class: flop to flop
- Most instantiated logic cells after routing: dfrtp_1 (145), o21ai_0 (131), clkdlybuf4s50_1 (131)
- Total CTS buffers: 17
- Internal reg-to-reg setup slack: between 7 and 8 ns
- Drt via density: a little over 5
- Via count: roughly 7900
- Max-cap violations: 0
- Most used DFF post-synth: dfrtp_1
- Number of nets with antenna violations after routing: 0
- GRT Overall Usage: 0.1597
- Syn Area/Cell: slightly below 9 um2
- Critical Path Start Type: primary input
- Logic area: 5181 um2
- Most numerous logic cell after layout: dfrtp_1
- Sw power: about 1.6 mW
- Port Buffers: roughly 130
- Share of cells above drive strength 1: 0.05440
- Top cells by area: dfrtp_1 (39%), xor2_1 (8.6%), o21ai_0 (7.0%)
- IO Pins: about 130
- Initial antenna violation count: 0
- Tot Pwr: 3.641 mW
- CTS resizes: 0
- Cell type with the largest total area: dfrtp_1
- Rel. slew slack: 0.4774
- Number of flops mapped to enable cells by yosys: 0
- Max incr delay on CP: between 0.5 and 0.6 ns
## worst max-delay path: cells and delay by family
family                 cells  cell delay [ns]
buffers and inverters      2             1.00
AND-OR/OR-AND              1             0.18
AND/OR/NAND/NOR            5             1.75
multiplexers               1             0.37
## per-layer routing
metal / vias up / wire (um)
li1: 3995 / -
met1: 3599 / 13140
met2: 261 / 9124
met3: 13 / 1721
met4: 0 / 199
met5: - / 0
## power by group through the flow
stage                 registers, mW  logic [mW]  clock network, mW
after global routing           1.15        2.16              0.669
final                          1.11        1.90              0.633
after CTS                      1.10        1.90              0.645
## layout make-up
class                   count  share of cell area
well taps                 396             0.04345
multi-input cells         818              0.4544
flip-flops and latches    145              0.3182
clock buffers              18             0.03764
clock inverters            14             0.01547
inverters                  17            0.005596
repair buffers            146              0.1252
## cell usage after synthesis (2+ instances only)
master	instances
dfrtp_1	145
o21ai_0	131
nand2_1	115
a21oi_1	108
xor2_1	92
nor2_1	66
clkbuf_1	48
buf_4	34
ha_1	34
a22oi_1	31
o31ai_1	28
xnor2_1	26
or3_1	18
and3_1	17
inv_1	17
nor3_1	13
nand4_1	12
or4_1	12
a21o_1	11
a31oi_1	11
mux2i_1	9
nand2b_1	9
nand3_1	8
o41ai_1	8
nor4_1	6
buf_1	5
o21bai_1	5
o41ai_2	5
buf_2	4
nand3b_1	3
nor2b_1	3
nor3b_1	3
o21a_1	3
a211oi_1	2
mux2_1	2
o211ai_1	2
o221ai_1	2
o22ai_1	2
or2_2	2
## metrics by stage
| step | hold WS [ns] | utilization |
|---|---|---|
| 6_report | 0.3499 | 0.3728 |
| 5_1_grt | 0.3592 | 0.3728 |
| 4_1_cts | 0.3516 | 0.3728 |
| 3_5_place_dp | 0.3394 | 0.3530 |
| 3_3_place_gp | 0.3334 | 0.3530 |
| 2_1_floorplan | 0.3312 | - |
## path summary, 6_finish.rpt
path / startpoint / end
max: divisor_in[3] / remainder_out[0]
min: next_state[0] / current_state[0]
max reg2reg: pr_sum[2] / final_remainder_mag_reg[29]
min reg2reg: next_state[0] / current_state[0]
max in group asynchronous: rst_n / pr_sum[15]
min in group asynchronous: rst_n / d_1x[0]
## logic make-up after synthesis
family                   Yosys count  share of synthesized area
AND-OR/OR-AND                    359                     0.2307
XOR/XNOR                         118                     0.1107
adder cells (fa/ha/maj)           34                    0.04558
buffers and inverters            108                    0.05765
flip-flops                       145                     0.3888
multiplexers                      11                    0.01207
AND/OR/NAND/NOR                  296                     0.1544
Power is estimated from default activity; no workload was simulated.
